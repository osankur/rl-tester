<file path="/design/flow/config.mk">
export PLATFORM = sky130hd
export DESIGN_NAME = corridor
export DESIGN_NICKNAME = corridor
export VERILOG_FILES = /design/flow/design.v
export SDC_FILE = /design/flow/constraint.sdc
export NUM_CORES = 4
export LEC_CHECK = 1
export CORE_AREA = 10 10 84 84
export DIE_AREA = 0 0 94 94
</file>
<file path="/design/flow/constraint.sdc">
current_design corridor

set clk_period 3.7
set clk_io_pct 0.2

create_clock -name clk0 -period $clk_period [get_ports {clk}]

set non_clock_inputs [all_inputs -no_clocks]
set_input_delay [expr $clk_period * $clk_io_pct] -clock clk0 $non_clock_inputs
set_output_delay [expr $clk_period * $clk_io_pct] -clock clk0 [all_outputs]
</file>
<file path="/design/flow/design.v">
module test();
    reg up;
    reg right;
    reg z0;
    reg z1;
    reg z2;
    reg z3;
    reg z4;
    reg z5;
    reg z6;
    reg z7;
    reg z8;
    reg z9;
    reg open;
    reg ds;
    reg clk;
    reg f;
    wire error, obj;
    corridor p(clk, up, right, z0, z1, z2, z3, z4, z5, z6, z7, z8, z9, open, ds, f, error, obj);
    initial begin
        $dumpfile("test.vcd");
        $dumpvars(0, test);
        clk <= 1;
        z1 <= 0;
        z2 <= 0;
        z3 <= 0;
        z4 <= 0;
        z5 <= 0;
        z6 <= 0;
        z7 <= 0;
        z8 <= 0;
        z9 <= 0;
        ds <= 0;
        open <= 0;
        f <=0;
        right <= 1; up <= 0;
        z0 <= 1;
        toggle_clk;
        right <= 1; up <= 1;
        toggle_clk;
        right <= 1; up <= 0;
        ds <= 1;
        toggle_clk;
        right <= 1; up <= 0;
        ds <= 1; open <= 1;
        toggle_clk;
        right <= 1; up <= 0;
        ds <= 0; open <= 1;
        z0 <= 0; z1 <= 1;
        toggle_clk;
        right <= 0; up <= 0;
        ds <= 1; open <= 1;
        z0 <= 1; z1 <= 0;
        toggle_clk;
        right <= 0; up <= 1;
        ds <= 0; open <= 0;
        toggle_clk;
        f <= 1;
        toggle_clk;
        toggle_clk;
        toggle_clk;
    end
    task toggle_clk;
      begin
        #10 clk = ~clk;
        #10 clk = ~clk;
      end
    endtask        
endmodule
module corridor(input clk, 
                input iup,
                input iright,
                input controllable_zone0,
                input controllable_zone1,
                input controllable_zone2,
                input controllable_zone3,
                input controllable_zone4,
                input controllable_zone5,
                input controllable_zone6,
                input controllable_zone7,
                input controllable_zone8,
                input controllable_zone9,
                input controllable_open,
                input controllable_doorstep,
                input controllable_fault,
                output error,
                output objective);
  reg notfirst;
  reg[4:0] zone;  
  reg[2:0] mode;  
  reg fault;
  reg err;
  wire ileft = ~iright;
  wire idown = ~iup;
  assign error =  err;
  assign objective = notfirst && ~fault && ~err && (zone == 9);
  initial
  begin
    notfirst = 0;
    zone = 0;
    err = 0;
    mode = 0;
    fault = 0;
  end
  always @(posedge clk)
  begin
    notfirst <= 1;    
    if (!notfirst) begin
      zone <= 0;
      mode <= 0;
      err <= 0;
      fault <= 0;
    end else begin
        if (controllable_fault) fault <= 1;
        else fault <= fault;
        if(controllable_open && ~controllable_doorstep) mode <= 1;
        else if (controllable_open && controllable_doorstep) mode <= 2;
        else mode <= 0;
        if(controllable_zone0) zone <= 0;
        else if((zone == 0 && mode == 2 || zone == 2)  && controllable_zone1) zone <= 1;
        else if((zone == 1 && mode == 2 || zone == 3)  && controllable_zone2) zone <= 2;
        else if((zone == 2 && mode == 2 || zone == 4)  && controllable_zone3) zone <= 3;
        else if((zone == 3 && mode == 2 || zone == 5)  && controllable_zone4) zone <= 4;
        else if((zone == 4 && mode == 2 || zone == 6)  && controllable_zone5) zone <= 5;
        else if((zone == 5 && mode == 2 || zone == 7)  && controllable_zone6) zone <= 6;
        else if((zone == 6 && mode == 2 || zone == 8)  && controllable_zone7) zone <= 7;
        else if((zone == 7 && mode == 2 || zone == 9)  && controllable_zone8) zone <= 8;
        else if((zone == 8 && mode == 2)  && controllable_zone9) zone <= 9;
        else zone <= zone;
        if (mode == 0 ) begin 
            if (iup && controllable_open)  begin
                err <= 1;
            end else begin 
                err <= err;
            end
        end else if (mode == 1)begin
            if (
                ileft && controllable_doorstep && (
                    zone == 0 && controllable_zone0
                    || zone == 1 && controllable_zone1
                    || zone == 2 && controllable_zone2
                    || zone == 3 && controllable_zone3
                    || zone == 4 && controllable_zone4
                    || zone == 5 && controllable_zone5
                    || zone == 6 && controllable_zone6
                    || zone == 7 && controllable_zone7
                    || zone == 8 && controllable_zone8
                    || zone == 9 && controllable_zone9
                )) begin
                err <= 1;
            end  else err <= err;
        end else if (mode == 2) begin
            if ((zone == 0 && (iright && ~controllable_zone1 || ileft && controllable_zone1))
                || (zone == 1 && (iright && ~controllable_zone2 || ileft && controllable_zone2))
                || (zone == 2 && (iright && ~controllable_zone3 || ileft && controllable_zone3))
                || (zone == 3 && (iright && ~controllable_zone4 || ileft && controllable_zone4))
                || (zone == 4 && (iright && ~controllable_zone5 || ileft && controllable_zone5))
                || (zone == 5 && (iright && ~controllable_zone6 || ileft && controllable_zone6))
                || (zone == 6 && (iright && ~controllable_zone7 || ileft && controllable_zone7))
                || (zone == 7 && (iright && ~controllable_zone8 || ileft && controllable_zone8))
                || (zone == 8 && (iright && ~controllable_zone9 || ileft && controllable_zone9))
            ) err <= 1;
            else err <= err;
        end else begin
            err <= err;
        end
    end
  end
endmodule
</file>
<file path="/design/flow/run.sh">
#!/bin/bash
# OpenROAD 26Q1-2900-gdf79404cd8, Yosys 0.63+post, stock flow scripts
make -C /OpenROAD-flow-scripts/flow DESIGN_CONFIG=/design/flow/config.mk WORK_HOME=/design/flow/orfs finish
</file>
==> out/qor.tcl <==
set qor(buffer_depth_of_the_longest_clock_path) 2
set qor(clock_sinks) 9
set qor(clk-insertion-delay-late_ns) 0.23
set qor(period_needed_ns) 2.70
set qor(cellLeakagePower_nw) 0.342
set qor(syn_area_per_cell_um2) 7.80
set qor(total_setup_violations_reported_at_the_end_of_the_flow) 0
set qor(max_freq_mhz) 370
set qor(netlist.top_cell.by_instances) {sky130_fd_sc_hd__nand2_1}
set qor(worst-slew-pin-transition_ns) 0.711
set qor(worst_r2r_path_depth) 5
set qor(numCtsBuffers) 3
set qor(comb_area_um2) 609
set qor(ir_worst_vdd_mv) 0.0820
set qor(startpoint_type) {register}
set qor(highest_fanout_seen_on_the_critical_path) 21
set qor(max_cap_violations) 0
set qor(route.antenna.remaining_nets) 0
set qor(synth-async-reset-ratio) 0
set qor(netlist_top_cells_area) {sky130_fd_sc_hd__dfxtp_1 21%, sky130_fd_sc_hd__buf_6 5.2%, sky130_fd_sc_hd__nand2_1 5.2%}
set qor(synth_cell_types) 51
set qor(place.gp.congestion) 0.847
set qor(detail_route.wirelength_um) 2550
set qor(avgRoutedWirePerCell_um) 13.0
set qor(switching_share) 0.237
set qor(internal_power_mw) 0.205
set qor(chipHeight_um) 94
set qor(drc) 0
set qor(stdcell_area_um2) 1110
set qor(post_synth_instance_area_um2) 873
set qor(critical_path_class) {register to primary output}
set qor(p_switching_mw) 0.0636
set qor(seq_area_um2) 180
set qor(rsz_0062_raised_after_global_routing) {no}
set qor(r2r_end) {err$_SDFFE_PN0P_}
set qor(yosys.area.top_type) {sky130_fd_sc_hd__dfxtp_1}
set qor(ys.warnings.count) 1
set qor(setup.worst_path.end_class) {primary output}
set qor(maxSlewHeadroom) 0.526
set qor(grt_antenna_before_repair) 0
set qor(detailroute.via_count) 895
set qor(wp_data_arrival_ns) 1.96
set qor(cts_resized) 0
set qor(postCtsHoldBufs) 0
set qor(powerDensity_nw_per_um2) 241
set qor(syn_to_final_growth_pct) 27.2
set qor(final-instance-count-excl-fill) 196
set qor(cts_tree) {done}
set qor(clkSlewWorstSetupHoldPaths_ns) 0.05
set qor(wire_length_of_the_first_global_routing_pass_um) 4170
set qor(postPlaceCellArea_um2) 1070
set qor(hold_path.class) {register to register}
set qor(data_required_time_of_the_worst_path_ns) 2.96
set qor(flop_to_flop_setup_slack_ns) 1.75
set qor(initial_core_util) 0.168
set qor(pwr-share-seq) 0.389
set qor(fp-row-count) 26
set qor(post_synth_seq_share) 0.206
set qor(htree_levels) 1
set qor(comb_power_share) 0.183
set qor(die_w_um) 94
set qor(post_synth_most_frequent_cells) {12 x sky130_fd_sc_hd__nand2_1, 9 x sky130_fd_sc_hd__dfxtp_1, 9 x sky130_fd_sc_hd__nor2_1}
set qor(grt_util_all_layers) 0.0564
set qor(post-cts-setup-buffer-count) 0
set qor(warnings) 25
set qor(synth_flop_count) 9
set qor(synth_cells) 112
set qor(finalMaxSlewViolations) 0
set qor(enable_flop_cells) 0
set qor(share_of_final_layout_standard_cells_stronger_than_drive_strength_1) 0.0714
set qor(drt_pass1_iterations) 4
set qor(placed_cells) 192
set qor(finish.utilization) 0.213
set qor(cts.root.buffer_cell) {sky130_fd_sc_hd__clkbuf_8}
set qor(insertedDiodeCount) 0
set qor(post_drt_via_cell_ratio) 4.57
set qor(final-hold-violation-count) 0
set qor(synth.yosys.chip_area_um2) 873
set qor(totalNegativeSetupSlack_ns) 0
set qor(critical_path.endpoint) {objective}
set qor(synthFlopType) {sky130_fd_sc_hd__dfxtp_1}
set qor(chip_area_um2) 8840
set qor(first_iter_violations) 164
set qor(launching_point_of_the_worst_reg2reg_path) {zone[2]$_SDFFE_PP0P_}
set qor(layout_worst_path_cycle_share) 0.730
set qor(number_of_global_route_vias_before_repair) 844
set qor(finClkSkew_ns) 0.00219
set qor(crit_start) {zone[2]$_SDFFE_PP0P_}
set qor(power_share_of_the_clock_group) 0.428
set qor(layout.filler_cells) 582
set qor(post-synth-top-area-fraction) 0.206
set qor(aggregate_global_routing_overflow) 0
set qor(core-area_um2) 5200
set qor(pin_count) 18
set qor(numPortBuffers) 17
set qor(outcome) {completed}
set qor(post_dp_hpwl_um) 1930
set qor(synth_stat.cells) 112
set qor(pin_count_of_the_biggest_net_entering_global_routing) 23
critical path, stage by stage (launching register included):
cell,delay (ns)
sky130_fd_sc_hd__dfxtp_1,0.52
sky130_fd_sc_hd__nor2_1,0.37
sky130_fd_sc_hd__nand2_1,0.09
sky130_fd_sc_hd__nor4_1,0.24
sky130_fd_sc_hd__clkdlybuf4s50_1,0.51
power by group through the flow:
stage	Sequential (mW)	Combinational [mW]	Clock, mW
CTS	0.104	0.0492	0.118
global route	0.105	0.0536	0.125
finish	0.104	0.0491	0.115
per-stage QoR:
step / hold WS (ns) / setup slack [ns] / total power [mW]
2_1_floorplan: 0.441 / 1.90 / 0.129
3_3_place_gp: 0.452 / 1.19 / 0.155
3_5_place_dp: 0.458 / 1.16 / 0.155
4_1_cts: 0.469 / 0.993 / 0.271
5_1_grt: 0.501 / 0.860 / 0.284
6_report: 0.468 / 0.999 / 0.268
final cells by class:
| class | count | area share |
|---|---|---|
| Tap cell | 70 | 0.0788 |
| Timing Repair Buffer | 17 | 0.153 |
| Inverter | 5 | 0.0169 |
| Clock buffer | 4 | 0.0405 |
| Sequential cell | 9 | 0.162 |
| Multi-Input combinational cell | 91 | 0.548 |
placed cells by master (no fill, tap or decap), drive strengths merged, types with 4 or more instances in the layout:
cell / n
clkdlybuf4s50: 17
nand2: 12
nor2: 9
dfxtp: 9
o21ai: 6
inv: 5
nor3: 4
nor2b: 4
nand3: 4
clkbuf: 4
logic make-up after synthesis:
group,count (synthesis),share of synthesized area
buffers and inverters,12,0.0960
other,1,0.00429
DFF,9,0.206
AOI/OAI and AO/OA,34,0.307
and+or+nand+nor,49,0.307
xor gates and xnor gates,4,0.0401
muxes,3,0.0401
flip-flops by register name (all words and copies together), names as in the netlist:
name and flops:
err 1, fault 1, mode 2, notfirst 1, zone 4
per-layer routing:
layer | up-vias | track usage | wire (µm)
met4 | 0 | 0.0152 | 23
met2 | 29 | 0.0933 | 1290
met3 | 2 | 0.00646 | 80
met5 | - | 0 | 0
li1 | 450 | - | -
met1 | 414 | 0.0755 | 1150
worst min path at each step:
stage                   endpoint  depth (start not counted)                from
CTS           fault$_SDFFE_PN0P_                          1  fault$_SDFFE_PN0P_
global route  fault$_SDFFE_PN0P_                          1  fault$_SDFFE_PN0P_
finish        fault$_SDFFE_PN0P_                          1  fault$_SDFFE_PN0P_
Power is estimated from default activity; no workload was simulated.
