## design/flow/config.mk

```make
export PLATFORM = sky130hd
export DESIGN_NAME = planning_monitor2
export DESIGN_NICKNAME = planning_monitor2
export VERILOG_FILES = /design/flow/design.v
export SDC_FILE = /design/flow/constraint.sdc
export NUM_CORES = 4
export LEC_CHECK = 1
export CORE_AREA = 10 10 71 71
export DIE_AREA = 0 0 81 81
```

## design/flow/constraint.sdc

```tcl
current_design planning_monitor2

set clk_period 2.2
set clk_io_pct 0.2

create_clock -name clk0 -period $clk_period [get_ports {clk}]

set non_clock_inputs [all_inputs -no_clocks]
set_input_delay [expr $clk_period * $clk_io_pct] -clock clk0 $non_clock_inputs
set_output_delay [expr $clk_period * $clk_io_pct] -clock clk0 [all_outputs]
```

## design/flow/design.v

```verilog
module planning_monitor2(input clk, 
                input updown,
                input controllable_leftright,
                output error,
                output objective);
  reg notfirst;
  reg [2:0] x;
  reg [2:0] y;
  assign error = (y == 4) && (x == 4);
  assign objective = (y == 4) && (x == 4);
  initial
  begin
    notfirst = 0;
    x = 0;
    y = 0;
  end
  always @(posedge clk)
  begin
    notfirst <= 1;
    if (!notfirst) begin
      x = 0;
      y = 2;
    end else if (x == 4 && y < 4) begin
    end else begin
      if (~updown && y < 5-1) begin
        y <= y +1;
      end else if (updown && y >0 ) begin
        y <= y - 1;
      end
      if (~controllable_leftright && x>0) begin
        x <= x - 1;
      end else if (controllable_leftright && x < 5-1 ) begin
        x <= x + 1;
      end
    end
  end
endmodule
```

## design/flow/run.sh

```bash
#!/bin/bash
# OpenROAD 26Q1-2900-gdf79404cd8, Yosys 0.63+post, stock flow scripts
make -C /OpenROAD-flow-scripts/flow DESIGN_CONFIG=/design/flow/config.mk WORK_HOME=/design/flow/orfs finish
```

==> changes_impl.md <==
## Flow update

* Worst IR drop on VDD at 238 uV
* Most frequent cells after synthesis: 7 x dfxtp_1, 5 x inv_1, 4 x nor3_1
* CTS tree: built
* DR WL/cell at 7.98 um
* Post-CTS sizing at 0
* Final setup viols at 0
* Top cells by area: dfxtp_1 29%, fa_1 8.2%, a2111oi_4 5.6%, nor3_1 4.1%, inv_1 3.8%
* Chip Area, Yosys at 490 um^2
* Core area at 3630 um^2
* Vias in the first global route at 402
* RSZ-0062 raised after global routing: no
* Data arrival, critical path at 1.65 ns
* Die X at 81 um
* Total gr overflow at 0
* DR DRC count at 0
* First-pass DRT Iterations at 4
* Status: finished, final reports clean
* Global-route wire length before repair at 1650 um
* WP data required at 1.76 ns
* Synthesized instance count at 58
* Fmax at 0.478 GHz
* Clock Tree Buf Depth at 2
* Clock sinks at 7
* Count leader, synth: dfxtp_1
* Grt met1 use at 4.01%
* Worst Path Max Fanout at 9
* Sequential area share after synthesis at 28.6%
* Final instance area at 636 um^2
* Area of the multi-input gates at 309 um^2
* Hpwl dp at 682 um
* Num CTS Buffers at 3
* DR iter-0 viols at 12
* Ports at 5
* Final worst slack at 0.106 ns
* WL final at 902 um
* Post-synth regs at 7
* Worst Hold Slack at 0.509 ns
* Init Core Util at 13.5%
* Unique cell types at 29
* Hold Fails Final Rpt at 0
* Share of cells above drive strength 1 at 16.9%
* DR vias at 405
* Initial antenna violation count at 0
* Tightest Hold Check Type: reg2reg
* WS Path Type: reg2out
* Gp weighted congestion at 0.743
* Flop area at 140 um^2
* Main synth FF type: dfxtp_1
* CTS Hold Bufs at 0
* Post-route setup TNS at 0 ns
* Synthesized area at 490 um^2
* Dpl ws at -0.0157 ns
* Tool warnings at 25
* H-Tree Depth at 1
* Fillers at 410
* Clock Latency Late Sink at 0.22 ns
* MaxCap Viol Count at 0
* Antenna Cells at 0
* Cell Pwr Density at 1190 nW/um^2
* Synth async-reset ratio at 0%
* GRT met3 Usage at 1.45%
* Die Ht at 81 um
* Pin count of the biggest net entering global routing at 12
* GR peak layer: met2
* P_leak at 0.221 nW
* Port buffer count at 4
* Vias per inst at 3.58
* CTS root buf: clkbuf_8
* CP startpoint kind: register
* Fin. max-slew vios at 0
* Period Utilization, post-route at 95.2%
* Post-synth top area cell: dfxtp_1
* Rows at 22
* Die Area at 6560 um^2
* Mean post-synth cell area at 8.46 um^2
* Clock Pin Slew Worst Setup and Hold Paths at 0.04 ns
* Final Core Density at 17.5%
* Met2 GRT Util at 4.14%
* GRT Overall Usage at 2.98%
* Clock Skews at 0.00111 ns
* Setup repair bufs after CTS at 0
* DP Area at 591 um^2
* Ys Warns at 1
* Yosys Instances at 58
* Area leader share at 28.6%
* Final min period at 2.09 ns
* Area Growth Syn to Fin at 29.6%
* Final ANT Viol Nets at 0
* Count of library flops with an enable pin at 0
* Worst setup EP type: primary output
## path summary, 6_finish.rpt
check	from	endpoint	slack, ns	cells after the start
hold / removal	notfirst	y[2]	0.51	1
hold reg to reg	notfirst	y[2]	0.51	1
setup / recovery	x[2]	objective	0.11	3
setup reg to reg	y[2]	y[2]	0.35	5
## cell type report
| type | instances | share of cell area [%] |
|---|---|---|
| Clock buffer | 4 | 7.09 |
| Inverter | 5 | 2.95 |
| Multi-Input combinational cell | 42 | 48.6 |
| Sequential cell | 7 | 22.0 |
| Tap cell | 48 | 9.45 |
| Timing Repair Buffer | 7 | 9.84 |
## critical path, stage by stage, from the launching register on
cell and delay [ns]:
dfxtp_1 0.44, nor3b_1 0.31, and3_1 0.22, clkdlybuf4s50_1 0.46
## metrics by stage
step	power [mW]	cells
detailed placement	0.579	109
global placement	0.573	109
finish	0.754	113
floorplan	0.515	58
CTS	0.763	113
global route	0.839	113
## cell usage in the layout (no fill, tap or decap), types with 2 or more instances in the layout
master and instances:
a21oi_1 2, clkdlybuf4s50_1 4, or2_2 2, fa_1 2
nor3_1 4, and2_1 2, a2111oi_0 2, buf_4 3
clkbuf_8 3, dfxtp_1 7, inv_1 5, a31oi_1 2
nor2_1 3, nand2_1 2, o21ai_0 3, nand2b_1 2
nor3b_1 2, nor2b_1 2
## layer usage
| layer | share of wire [%] | vias to the layer above |
|---|---|---|
| met3 | 8.8 | 0 |
| li1 | - | 219 |
| met1 | 53 | 181 |
| met5 | 0 | - |
| met2 | 38 | 5 |
| met4 | 0 | 0 |
## sequential cells by signal, summed over array words and instances (netlist names)
| signal | count |
|---|---|
| x | 3 |
| notfirst | 1 |
| y | 3 |
## report_power, final
group	internal, mW	switching, mW	total, mW
sequential	0.179	0.105	0.284
clock	0.125	0.0503	0.175
combinational	0.165	0.131	0.295
## cells by family after synthesis
group                      count (synthesis)  synth area share (%)
other                                      1                 0.765
DFF                                        7                  28.6
and+or+nand+nor                           24                  29.3
AOI/OAI and AO/OA                         15                  24.7
buffers and inverters                      9                  8.42
adders and majority gates                  2                  8.16
Power and IR drop assume default switching activity.
