### /design/flow/run.sh
#!/bin/bash
# OpenROAD 26Q1-2900-gdf79404cd8, Yosys 0.63+post, stock flow scripts
make -C /OpenROAD-flow-scripts/flow DESIGN_CONFIG=/design/flow/config.mk WORK_HOME=/design/flow/orfs finish
### /design/flow/config.mk
export PLATFORM = sky130hd
export DESIGN_NAME = planning
export DESIGN_NICKNAME = planning
export VERILOG_FILES = /design/flow/design.v
export SDC_FILE = /design/flow/constraint.sdc
export NUM_CORES = 4
export LEC_CHECK = 1
export CORE_AREA = 10 10 70 70
export DIE_AREA = 0 0 80 80
### /design/flow/constraint.sdc
current_design planning

set clk_period 2.2
set clk_io_pct 0.2

create_clock -name clk0 -period $clk_period [get_ports {clk}]

set non_clock_inputs [all_inputs -no_clocks]
set_input_delay [expr $clk_period * $clk_io_pct] -clock clk0 $non_clock_inputs
set_output_delay [expr $clk_period * $clk_io_pct] -clock clk0 [all_outputs]
### /design/flow/design.v
module planning(input clk, 
                input updown,
                input controllable_leftright,
                output error,
                output objective);
  reg notfirst;
  reg [3:0] x;
  reg [3:0] y;
  assign error = (y == 2) && (x == 2);
  assign objective = x == 2;
  initial
  begin
    notfirst = 0;
    x = 0;
    y = 0;
  end
  always @(posedge clk)
  begin
    notfirst <= 1;
    if (!notfirst) begin
      x = 0;
      y = 2;
    end else if (x == 4 && y < 4) begin      
    end else begin
      if (~updown && y < 5-1) begin
        y <= y +1;
      end else if (updown && y >0 ) begin
        y <= y - 1;
      end
      if (~controllable_leftright && x>0) begin
        x <= x - 1;
      end else if (controllable_leftright && x < 5-1 ) begin
        x <= x + 1;
      end
    end
  end
endmodule
==> run notes <==
impl run done, here's what came out: run status=finished clean, residual overflow from global routing=0, cell at the root of the clock tree=sky130_fd_sc_hd__clkbuf_4, register clock-pin slew on the reported worst setup and hold paths=0.06 ns, Detail Placement HPWL=around 960 um, final-report max-slew violation count=0, Hold Violations, Final=0, first-pass GRT wire length=2.10 mm, number of cells after detailed placement=122, first drt pass iteration count=4, Finished Cell Area=~830 um^2, Final period util=95.8%, top post-synthesis cells by area=sky130_fd_sc_hd__dfxtp_1 28%, sky130_fd_sc_hd__ha_1 7.9%, sky130_fd_sc_hd__fa_1 6.3%, post-synth tally of flip-flops with integrated enable=0, type of destination of the critical path=output port, placeable core region=3420 um^2, maximum vdd drop=0.250 mV, vias in the first global route=515, # Cells Yosys=66, starting DRC count in detailed routing=15, Final Wtd Congestion=0.799, Cell Rows=21, pre-placement core utilization=18.6%, reg2reg start=x[0]$_SDFFE_PN0P_, Max-area cell share=between 20% and 30%, Inserted Clock Buffers=3, upper clock frequency limit=around 470 MHz, total die size=6400 um^2, commonest register cell after synthesis=sky130_fd_sc_hd__dfxtp_1, timing startpoint of the critical path=x[0]$_SDFFE_PN0P_, power density relative to cell area=1410 nW/um^2, Layout area overhead=30.6%, mean instance size in the synthesized netlist=between 9 and 10 um^2, commonest cells after routing, fill and taps aside=8 x sky130_fd_sc_hd__dfxtp_1, 7 x sky130_fd_sc_hd__buf_4, 6 x sky130_fd_sc_hd__inv_1, number of port buffers=4, deepest level of the CTS H-tree=1, reported leakage power=0.351 nW, chip area from the yosys synthesis statistics=634 um^2, final cell count without fillers=126, total antenna diodes in the routed design=0, most frequent standard cell in the layout excluding fill and tap cells=sky130_fd_sc_hd__dfxtp_1, worst slack on hold paths=0.580 ns, final count of negative-setup-slack endpoints=0, TritonCTS clock tree=yes, biggest fanout along the worst timing path=6, path type of the worst setup path=register to output port, Synth Seq Share=28.4%, sinks on the clock net=9, required time reported for the critical path endpoint=approximately 1.8 ns, per-cell routed wire length=approximately 10 um, worst hold path depth=1, total of hold buffers inserted after clock tree synthesis=0, detailed-route via count=518, max-cap viol count=0, number of buffers on the longest clock path=2, data arrival time of the critical path=1.67 ns, number of remaining DRC errors=0, io pins=5, count of warnings emitted by yosys=1, startpoint of the tightest hold check path=notfirst$_DFF_P_, layout cells sized above 1=25.0%, Routed WL=1.26 mm, post-synthesis register bit count=9, cell type with the largest total area=sky130_fd_sc_hd__dfxtp_1, share of flip-flops with an asynchronous set or reset=0%, library cells used by synthesis=35, via count normalized by instance count=4.11, Tot GR Track Use=3.90%, synthesized instance count=about 66, startpoint type of the worst setup path=register, die height=about 80 um, setup repair bufs after CTS=0, netlist area before placement=634 um^2, total number of warnings across the stage logs=25, fin crit period=2.11 ns, setup skew after layout=0.00549 ns, hold crit path type=register to register, remaining number of nets flagged by the antenna check after routing=0, placed inst area=slightly below 800 um^2, Register-to-Register Path Depth=7, clock network latency to the later pin of the worst-skew pair=0.26 ns, number of antenna violations at the first check in global routing=0, pin count of the biggest net entering global routing=11, chip width=80 um
==> per-stage QoR <==
step           power (mW)  TNS (ns)  setup slack [ns]  utilization (%)
6_report             1.17         0            0.0922             24.2
4_1_cts              1.14         0            0.0431             23.8
5_1_grt              1.30  -0.00412          -0.00412             24.2
3_5_place_dp        0.998    -0.177            -0.136             22.9
2_1_floorplan       0.808         0             0.310                -
3_3_place_gp        0.985    -0.106           -0.0814             22.9
==> flip-flops by register name, indices dropped and copies added (netlist names) <==
register and count:
y 4, notfirst 1, x 4
==> cell families after synthesis <==
kind of cell | count (synthesis) | share of synthesized area, %
buf+inv | 7 | 4.14
simple gates | 17 | 18.7
fa+ha+maj | 6 | 14.2
other cells | 1 | 0.591
compound gates | 23 | 29.6
xor+xnor | 2 | 2.76
mux | 1 | 1.58
flops | 9 | 28.4
==> layout make-up <==
| type | count | area, um^2 |
|---|---|---|
| clock buffers | 4 | 26.3 |
| inverters | 6 | 22.5 |
| well taps | 46 | 57.6 |
| flip-flops and latches | 9 | 181 |
| multi-input cells | 50 | 448 |
| repair buffers | 11 | 92.6 |
| fillers | 376 | 2590 |
==> repair_timing <==
action / 4_1_cts / 5_1_grt
cloned: 0 / 0
pin swaps: 0 / 0
gates resized: 1 / 3
endpoints found under the setup margin: 1 / 2
==> synth_stat cells, drive strengths merged, types with 2 or more instances <==
master / count
nor4: 2
a21oi: 4
a21o: 3
o31ai: 2
dfxtp: 9
o21ai: 4
nand2: 3
o211a: 2
and3b: 2
ha: 4
inv: 6
fa: 2
nor2: 3
nor3b: 2
==> per-layer routing <==
layer	GRT usage, %	part of all wire (%)	up-vias
li1	-	-	276
met2	6.42	44	2
met1	4.76	52	238
met5	0	0	-
met4	0.880	1.1	0
met3	1.36	2.9	2
==> worst max-delay path, stage by stage, from the launching register on <==
cell and delay (ns):
sky130_fd_sc_hd__dfxtp_1 0.40, sky130_fd_sc_hd__nor4_4 0.29, sky130_fd_sc_hd__and4b_1 0.24, sky130_fd_sc_hd__clkdlybuf4s50_1 0.47
==> worst paths after layout <==
check        slack [ns]                end
max                0.09              error
min                0.58  x[2]$_SDFFE_PN0P_
max reg2reg        0.29  x[3]$_SDFFE_PN0P_
min reg2reg        0.58  x[2]$_SDFFE_PN0P_
==> where the power goes <==
part	switching, mW	internal, mW	total (mW)
clock	0.0560	0.0698	0.126
combinational	0.318	0.366	0.684
sequential	0.124	0.235	0.359
Power figures rest on the tool's default switching activity, not on a simulated workload.
